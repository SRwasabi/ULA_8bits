<file path="/design/flow/run.sh">
#!/bin/bash
# OpenROAD 26Q1-2900-gdf79404cd8, Yosys 0.63+post, stock flow scripts
make -C /OpenROAD-flow-scripts/flow DESIGN_CONFIG=/design/flow/config.mk WORK_HOME=/design/flow/orfs finish
</file>
<file path="/design/flow/config.mk">
export PLATFORM = sky130hd
export DESIGN_NAME = ULA
export DESIGN_NICKNAME = ULA
export VERILOG_FILES = /design/flow/design.v
export SDC_FILE = /design/flow/constraint.sdc
export NUM_CORES = 4
export LEC_CHECK = 1
export CORE_UTILIZATION = 40
</file>
<file path="/design/flow/constraint.sdc">
current_design ULA

set clk_period 11.3
set clk_io_pct 0.2

create_clock -name clk0 -period $clk_period [get_ports {Tclk}]

set non_clock_inputs [all_inputs -no_clocks]
set_input_delay [expr $clk_period * $clk_io_pct] -clock clk0 $non_clock_inputs
set_output_delay [expr $clk_period * $clk_io_pct] -clock clk0 [all_outputs]
</file>
<file path="/design/flow/design.v">
module meio_somador
    (input a, b,
     output sum, cout);
    assign sum = a ^ b;
    assign cout = a & b;
endmodule
module somador_completo
    (input a, b, cin,
     output sum, cout);
    assign sum = a ^ b ^ cin;
    assign cout = (a & b) | (cin & (a ^ b));
endmodule
module somador_8 # (parameter N = 8)
    (input[N-1:0] a1,
     input[N-1:0] b1,
     output [N-1:0] cin,
     output[N:0] soma);
    genvar i;
    generate 
        meio_somador u0 (.a(a1[0]), .b(b1[0]), .cout(cin[0]), .sum(soma[0]));
        for(i = 1; i < N; i = i + 1) begin
            somador_completo u1 (.a(a1[i]), .b(b1[i]), .cin(cin[i-1]), .cout(cin[i]), .sum(soma[i]));
        end
        assign soma[8] = cin[7];
    endgenerate
endmodule
module meio_sub
    (input a, b,
     output sub, cout);
    assign sub = a ^ b;
    assign cout = ~a & b;
endmodule
module sub_completo
    (input a, b, cin,
     output sub, cout);
    assign sub = a ^ b ^ cin;
    assign cout = (~a & b) | (cin & (~a ^ b));
endmodule
module sub_8 # (parameter N = 8)
    (input[N-1:0] a1,
     input[N-1:0] b1,
     output [N-1:0] cin,
     output[N:0] sub);
    genvar i;
    generate 
        meio_sub u0 (.a(a1[0]), .b(b1[0]), .cout(cin[0]), .sub(sub[0]));
        for(i = 1; i < N; i = i + 1) begin
            sub_completo u1 (.a(a1[i]), .b(b1[i]), .cin(cin[i-1]), .cout(cin[i]), .sub(sub[i]));
        end
        assign sub[8] = cin[7];
    endgenerate
endmodule
module comparador
    (
        input a, b,
        output S
    );
    assign S = ~(a ^ b);
endmodule
module comparadores_mag_8 # (parameter N = 8)
    (
        input[N-1:0] a1,
        input[N-1:0] b1,
        output[N:0] Si, Sma, Sme
    );
    wire[N-1:0]S1;
    genvar i;
    generate
        for(i = 0; i < N; i = i + 1)begin
            comparador u2 (.a(a1[i]), .b(b1[i]), .S(S1[i]));
        end
    endgenerate
    assign Si = &S1;
    assign Sma = (
     (a1[7] & ~b1[7]) | 
     (S1[7] & a1[6] & ~b1[6]) | 
     (S1[7] & S1[6] & a1[5] & ~b1[5]) | 
     (S1[7] & S1[6] & S1[5] & a1[4] & ~b1[4]) | 
     (S1[7] & S1[6] & S1[5] & S1[4] & a1[3] & ~b1[3]) |
     (S1[7] & S1[6] & S1[5] & S1[4] & S1[3] & a1[2] & ~b1[2]) |
     (S1[7] & S1[6] & S1[5] & S1[4] & S1[3] & S1[2] & a1[1] & ~b1[1]) |
     (S1[7] & S1[6] & S1[5] & S1[4] & S1[3] & S1[2] & S1[1] & a1[0] & ~b1[0]) 
    );
    assign Sme = &(~(Si | Sma));
endmodule
module somador_16 # (parameter N = 16)
    (input[N-1:0] a1,
     input[N-1:0] b1,
     output[N-1:0] soma);
    wire [N-1:0] cin;
    genvar i;
    generate 
        meio_somador u0 (.a(a1[0]), .b(b1[0]), .cout(cin[0]), .sum(soma[0]));
        for(i = 1; i < N; i = i + 1) begin
            somador_completo u1 (.a(a1[i]), .b(b1[i]), .cin(cin[i-1]), .cout(cin[i]), .sum(soma[i]));
        end
    endgenerate
endmodule
module multi_8 #(parameter N = 8)
 (
    input [N-1:0] a1, 
    input [N-1:0] b1,  
    output [2*N-1:0] S  
 );
    wire [2*N-1:0] temp [N-1:0];
    wire [2*N-1:0] temp2 [N-1:0];
    genvar i;
    generate 
        for(i = 0; i < N; i = i + 1) begin
            assign temp[i] = (a1 & {N{b1[i]}}) << i;
        end
    endgenerate
        assign temp2[0] = temp[0];
    generate 
        for(i = 1; i < N; i = i + 1) begin
            somador_16 # (.N(N*2)) u1 (.a1(temp2[i-1]), .b1(temp[i]), .soma(temp2[i]));
        end
    endgenerate
    assign S = temp2[N-1];
endmodule
module ULA # (parameter N = 8)
  (
   input [N-1:0] A_in, B_in,
   input [2:0] selec,
   input en, Tclk, Tpr, Tclr,
   output [N:0] S,
   output [N*2-1:0] Smulti
  );
    wire [N-1:0] CIN;
    wire [N-1:0] CIN1;
    wire [N-1:0] Op;
    wire [2:0] As;  
    wire [N-1:0] Ds;  
    wire [N:0] SomaFio;
    wire [N:0] SubFio;
	wire [N:0] CompFio;
	wire [N:0] MaiorFio;
	wire [N:0] MenorFio;
	wire [2*N-1:0] MultiFio;
	wire [N-1:0] A, B;
	wire [N:0] S_in;
	wire [N*2-1:0] Smulti_in;
	Registrador # (.N(N)) A_reg (.Clk8(Tclk), .Pr8(Tpr), .Clr8(Tclr), .D8(A_in), .Q8(A));
	Registrador # (.N(N)) B_reg (.Clk8(Tclk), .Pr8(Tpr), .Clr8(Tclr), .D8(B_in), .Q8(B));
	Registrador # (.N(N+1)) S_reg (.Clk8(Tclk), .Pr8(Tpr), .Clr8(Tclr), .D8(S_in), .Q8(S));
	Registrador # (.N(N*2)) Smulti_reg (.Clk8(Tclk), .Pr8(Tpr), .Clr8(Tclr), .D8(Smulti_in), .Q8(Smulti));
    decoder # (.N(8)) u0 (.As(selec), .Ds(Op), .en(en));
    somador_8 # (.N(8)) sum1 (.a1(A), .b1(B), .cin(CIN), .soma(SomaFio));
    sub_8 # (.N(8)) sub1 (.a1(A), .b1(B), .cin(CIN1), .sub(SubFio));
	comparadores_mag_8 # (.N(8)) comp1 (.a1(A), .b1(B), .Si(CompFio), .Sma(MaiorFio), .Sme(MenorFio));
	multi_8 # (.N(8)) mult1 (.a1(A), .b1(B), .S(MultiFio));
    tristate tsoma (.A(SomaFio), .B(S_in), .en(Op[0]));
    tristate tsub(.A(SubFio), .B(S_in), .en(Op[1]));
	tristate tmaior(.A(MaiorFio), .B(S_in), .en(Op[2]));
	tristate tmenor(.A(MenorFio), .B(S_in), .en(Op[3]));
	tristate tmaior_igual(.A(MaiorFio | CompFio), .B(S_in), .en(Op[4]));
	tristate tmenor_igual(.A(MenorFio | CompFio), .B(S_in), .en(Op[5]));
	tristate tcomp(.A(CompFio), .B(S_in), .en(Op[6]));
	tristate_16 tmulti(.A(MultiFio), .B(Smulti_in), .en(Op[7]));
endmodule
module decoder # (parameter N = 8)
  	(
		input [2:0] As,
		input en,
		output reg [N-1:0] Ds
	);
	always @ (As, en) begin
    	if(en) begin
        	case (As)
        	3'b000: Ds = 8'b00000001;
        	3'b001: Ds = 8'b00000010;
        	3'b010: Ds = 8'b00000100;
        	3'b011: Ds = 8'b00001000;
        	3'b100: Ds = 8'b00010000;
        	3'b101: Ds = 8'b00100000;
        	3'b110: Ds = 8'b01000000;
        	3'b111: Ds = 8'b10000000;
        	endcase
    	end
    	else begin
        	Ds = 8'b00000000;
    	end
	end
endmodule
module tristate (
	input [8:0] A,	
	output reg [8:0] B,
	input en      
);
	always @(*) begin
    	if(en)
        	B = A;
    	else
        	B = 9'bzzzzzzzzZ;
	end
endmodule
module tristate_16(
	input [15:0] A,	
	output reg [15:0] B, 
	input en      	
);
	always @(*) begin
    	if(en)
        	B = A;
    	else
        	B = 15'bzzzzzzzzZ;
	end
endmodule
module ffd
    (
     input wire Pr, Clr, Clk,
     input wire D,
     output reg Q
    );
    always @(negedge !Clk) begin
        if(Pr) Q = 1;
        else if(Clr) Q = 0;
        else begin
            case(D)
                1'b0 : Q = 0;
                1'b1 : Q = 1;
                default: Q = 0;
            endcase
        end
    end
endmodule
module Registrador # (parameter N = 8)
     (
     input wire Pr8, Clr8, Clk8,
     input wire [N-1:0] D8,
     output wire [N-1:0] Q8
     ); 
    genvar i;
    generate 
        for (i = 0; i < N; i = i + 1) begin
            ffd ffd8 (.Clk(Clk8), .D(D8[i]), .Pr(Pr8), .Clr(Clr8), .Q(Q8[i]));
        end
    endgenerate
endmodule
</file>
==> notes.md <==
Implementation results.

The total placed instance area is 0.00305 mm². Setup repair after global routing left no endpoint under its margin. The total count of hold-check failures in the final report is 0. The synthesized netlist handed to floorplanning was reported with a cell count of roughly 250. The number of clock sinks seen by CTS is 33. The clock passes through at most 2 buffers. The floorplan utilization is a little over two fifths. The combined area of all synthesized cells is between 0.002 and 0.003 mm². The number of H-tree branching levels is 2. The mean area per synthesized cell is roughly 11 µm². The count of different cell masters after synthesis is 18.

The total grt overflow is 0. In this run the tightest slew margin relative to its limit is slightly below 60%. The number of buffers added on ports is 47. In this run, post-CTS repair resized a total of 0 instances. The start-to-end type of the worst setup path is reg2reg. In the global route stage, overall resource usage came out at roughly 13%. During synthesis, Yosys emitted a total of 16 warnings. Summing all non-filler instances in the final layout gives an area of between 0.003 and 0.004 mm². For this block, the routed nets add up to 3940 µm of wire. Measured along the x axis, the die boundary spans 84.5 µm. The report shows a maximum critical-path fanout of 8. The top-level I/O count is around 48. After floorplanning, the die was sized to cover approximately 0.007 mm². The initial antenna violation count is 0.

The number of violations of the max-capacitance limit is 0. The hold buffer count at cts is 0. The via count of the first global-routing pass is 1715.

The worst clock skew is approximately 0.0053 ns. The core outline area is between 0.006 and 0.007 mm². The routed design shows a wire length per standard cell of approximately 11 µm.

The CTS tree is built. Setup slack closes at ~1.7 ns. In this run, CTS created clock tree buffers numbering 5.

The global-route wire length before repair is around 7500 µm. Per the gpl log, the routability congestion estimate is just under 0.8.

The root buffer selected by CTS is sky130_fd_sc_hd__clkbuf_8. The number of setup buffers added after CTS is 0. The data arrival time of the critical path is between 9 and 10 ns.

Entering global routing, the biggest net connects 34 pins. The routed via count divided by cell count is around 4.5. Per the finish-stage timing summary, setup violations number 0.

The final-layout setup total negative slack is 0 ns. The first detailed-routing pass ran for 23 iterations. The wire-length estimate of the detail-placed layout is 3250 µm. The die height is between 80 and 90 µm.

The worst setup path is captured at a register. The number of OpenROAD warnings is 25. Of the cells placed in the final design, the portion with a size suffix greater than 1 is 5.07%.

The peak clock frequency supported by timing is between 100 and 150 MHz. Per the post-route antenna check, the number of violating nets is 0. The chip area line of the yosys report is ~0.0027 mm². The final antenna diode count is 0. The total vias in the final route is about 1600.

STA puts the critical path data required time at about 12 ns. The site row count is 29. Before CTS, the worst setup slack after placement is 1.69 ns. STA classifies the critical path startpoint as a register.

The final tally of max-slew violations is 0. The final hold slack is ~0.66 ns. The post-synth register bit count is 33. The clock latency on the worst-skew pair is 0.28 ns. The synth_stat.txt file lists the number of cells as between 200 and 300. The run finished with clean final reports. The violation tally recorded at the end of detailed-routing iteration 0 is 31. The class of the most critical hold timing path is reg2reg. The remaining design rule violation count is 0. The clock-pin slew on the worst setup and hold paths is roughly 0.070 ns. Compared with the post-synthesis result, the final layout area differs by 15.7%. In the finished design, the share of the clock period the worst path needs comes to between 80% and 90%. The pin closest to its max-slew limit shows a slew of approximately 0.61 ns.

The clock period could shrink to 9.57 ns. After synthesis, flip-flops and latches occupy approximately a quarter of the total area.
-- layout by cell type, fill, tap and decap left out, drive strengths merged --
| cell type | instances |
|---|---|
| buf | 1 |
| a41o | 1 |
| ha | 8 |
| inv | 34 |
| a31o | 15 |
| clkinv | 1 |
| clkbuf | 7 |
| a21o | 16 |
| clkdlybuf4s50 | 47 |
| and3b | 1 |
| dfxtp | 33 |
| nand2 | 19 |
| fa | 48 |
| and2 | 45 |
-- sequential cells by signal (all words and copies together) (netlist names) --
register / flops
A_reg.genblk1.ffd8.Q: 8
S_reg.genblk1.ffd8.Q: 1
B_reg.genblk1.ffd8.Q: 8
Smulti_reg.genblk1.ffd8.Q: 16
-- kinds of logic after synthesis --
family / synth area share [%]
buffers and inverters: 13.8
adders and majority gates: 39.0
and+or+nand+nor: 13.3
DFF: 24.3
AOI/OAI and AO/OA: 9.61
-- cell type report --
class / count / area, µm²
clock inverter: 1 / 5.00
clock buffer: 7 / 96.3
inverter: 34 / 128
tap: 77 / 96.3
sequential: 33 / 661
timing repair buffer: 48 / 478
multi-input combinational: 153 / 1680
fill: 600 / 3310
-- Yosys cell counts --
library cell | n | share of area, %
sky130_fd_sc_hd__fa_1 | 48 | 35
sky130_fd_sc_hd__buf_2 | 1 | 0.18
sky130_fd_sc_hd__ha_1 | 8 | 3.7
sky130_fd_sc_hd__clkbuf_2 | 1 | 0.18
sky130_fd_sc_hd__a31o_1 | 10 | 3.2
sky130_fd_sc_hd__buf_6 | 1 | 0.41
sky130_fd_sc_hd__buf_8 | 1 | 0.55
sky130_fd_sc_hd__dfxtp_1 | 33 | 24
sky130_fd_sc_hd__clkbuf_1 | 3 | 0.41
sky130_fd_sc_hd__inv_1 | 34 | 4.7
sky130_fd_sc_hd__a21o_1 | 16 | 4.4
sky130_fd_sc_hd__and3b_1 | 1 | 0.32
sky130_fd_sc_hd__a41o_1 | 1 | 0.37
sky130_fd_sc_hd__and2_1 | 45 | 10
sky130_fd_sc_hd__a31o_2 | 5 | 1.6
sky130_fd_sc_hd__clkbuf_8 | 1 | 0.51
sky130_fd_sc_hd__nand2_1 | 19 | 2.6
sky130_fd_sc_hd__buf_4 | 25 | 6.9
-- stage by stage --
step	util, %	instances
final	48.7	353
after global routing	48.7	353
after CTS	48.7	353
after detailed placement	47.2	345
after global placement	47.2	345
after floorplan	-	253
-- worst paths after layout --
path | startpoint | to | slack [ns] | cells after the start
max | B_reg.genblk1[0].ffd8.Q$_SDFF_PP1_ | Smulti_reg.genblk1[14].ffd8.Q$_SDFF_PP1_ | 1.73 | 26
min | A_reg.genblk1[0].ffd8.Q$_SDFF_PP1_ | Smulti_reg.genblk1[0].ffd8.Q$_SDFF_PP1_ | 0.66 | 1
max reg2reg | B_reg.genblk1[0].ffd8.Q$_SDFF_PP1_ | Smulti_reg.genblk1[14].ffd8.Q$_SDFF_PP1_ | 1.73 | 26
min reg2reg | A_reg.genblk1[0].ffd8.Q$_SDFF_PP1_ | Smulti_reg.genblk1[0].ffd8.Q$_SDFF_PP1_ | 0.66 | 1
-- worst max-delay path, stage by stage, from the launching register on --
cell                      delay, ns
sky130_fd_sc_hd__dfxtp_1       0.39
sky130_fd_sc_hd__and2_1        0.17
sky130_fd_sc_hd__ha_1          0.20
sky130_fd_sc_hd__fa_1          0.38
sky130_fd_sc_hd__fa_1          0.39
sky130_fd_sc_hd__fa_1          0.47
sky130_fd_sc_hd__fa_1          0.44
sky130_fd_sc_hd__fa_1          0.40
sky130_fd_sc_hd__fa_1          0.46
sky130_fd_sc_hd__fa_1          0.46
sky130_fd_sc_hd__fa_1          0.52
sky130_fd_sc_hd__fa_1          0.44
sky130_fd_sc_hd__fa_1          0.39
sky130_fd_sc_hd__fa_1          0.49
sky130_fd_sc_hd__inv_1         0.06
sky130_fd_sc_hd__fa_1          0.50
sky130_fd_sc_hd__fa_1          0.52
sky130_fd_sc_hd__fa_1          0.43
sky130_fd_sc_hd__fa_1          0.44
sky130_fd_sc_hd__fa_1          0.39
sky130_fd_sc_hd__fa_1          0.48
sky130_fd_sc_hd__inv_1         0.05
sky130_fd_sc_hd__fa_1          0.40
sky130_fd_sc_hd__inv_1         0.07
sky130_fd_sc_hd__fa_1          0.40
sky130_fd_sc_hd__inv_1         0.06
sky130_fd_sc_hd__a31o_1        0.12
-- routing by layer --
layer	share of wire [%]	GRT usage, %	up-vias
li1	-	-	793
met3	5.3	3.19	8
met1	47	20.1	755
met4	0.56	1.08	0
met2	47	22.2	38
met5	0	0	-
